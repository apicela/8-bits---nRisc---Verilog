==> flow/run.sh <==
#!/bin/bash
# OpenROAD 26Q1-2900-gdf79404cd8, Yosys 0.63+post, stock flow scripts
make -C /OpenROAD-flow-scripts/flow DESIGN_CONFIG=/design/flow/config.mk WORK_HOME=/design/flow/orfs finish
==> flow/config.mk <==
export PLATFORM = sky130hd
export DESIGN_NAME = Mult3to1
export DESIGN_NICKNAME = Mult3to1
export VERILOG_FILES = /design/flow/design.v
export SDC_FILE = /design/flow/constraint.sdc
export NUM_CORES = 4
export LEC_CHECK = 1
export CORE_AREA = 10 10 70 70
export DIE_AREA = 0 0 80 80
==> flow/constraint.sdc <==
current_design Mult3to1

set clk_period 1.3
set clk_io_pct 0.2

create_clock -name clk0 -period $clk_period [get_ports {clock}]

set non_clock_inputs [all_inputs -no_clocks]
set_input_delay [expr $clk_period * $clk_io_pct] -clock clk0 $non_clock_inputs
set_output_delay [expr $clk_period * $clk_io_pct] -clock clk0 [all_outputs]
==> flow/design.v <==
module testMult3to1();
  reg [1:0]Selector;
  reg [7:0] In1,In2,In3;
  wire [7:0]Out;
  reg clock;
  initial begin
    Selector = 2'b00;
    clock = 0;
    In1 = 8'b11111111;
    In2 = 8'b01010101;
    In3 = 8'b00000000;
    #1 clock = 1; 
    #1 clock = 0; In1 = 8'b00000001;
    #1 clock = 1; Selector = 2'b01; 
    #1 clock = 0; In1 = 8'b10101010;  
    #1 clock =1; Selector =2'b10;
  end
  initial begin
      $display("             -------------- MULT 3-1 TEST --------------");
    $monitor("CLOCK:  %d, Selector: %d, Entrada1: %d, Entrada2: %d, Entrada3: %d, OUTPUT: %d",clock, Selector, In1,In2,In3,Out);
  end
  Mult3to1 teste(In1,In2,In3,Selector,Out,clock);
endmodule
module Mult3to1 (In1,In2,In3,Selector,Out, clock);
input [7:0] In1, In2,In3;  
input [1:0] Selector;  
input clock;  
output reg [7:0] Out;  
always @(posedge clock)
case (Selector)  
0:  Out <= In1;
1:  Out <= In2;
2:  Out <= In3;
default: Out <= In1;
endcase
endmodule
==> job_summary.md <==
### Flow metrics

| Metric | Value |
|---|---|
| Outcome | `finished clean` |
| CORE AREA | `between 3000 and 4000 um2` |
| Most flops, register | `Out` |
| Initial DRC count | `4` |
| Final worst-path cycle share | `90.2%` |
| Unrepaired setup endpoints after global routing | `no` |
| Max-slew violation count | `0` |
| Number of warnings in the stage logs | `26` |
| Syn Inst Count | `39` |
| Vias/cell | `~3.3` |
| Crit path max-delay family | `buffers and inverters` |
| Die Y | `80 um` |
| Async SR Flop Fraction | `0%` |
| Post-synth EDFFs | `0` |
| Htree depth | `1` |
| Mean Syn Cell Area | `9.05 um2` |
| Final Hold Viols | `0` |
| Vias in the first global route | `about 440` |
| Critical Path Fanout Max | `8` |
| CP max stage cell | `clkdlybuf4s50_1` |
| Cell Rows | `21` |
| Post-synthesis mux area share | `0%` |
| Drt pass-1 iters | `3` |
| Req. time, crit path | `1420 ps` |
| Die W | `approximately 80 um` |
| Area Overhead vs Synth | `128%` |
| Number of DRC violations after detailed routing | `0` |
| Leak pwr | `0.394 nW` |
| Crit. Startpoint | `Selector[0]` |
| Critical Path End | `Out[7]$_DFF_P_` |
| First-pass GRT wire length | `2.00 mm` |
| Root Buffer | `clkbuf_4` |
| CP Depth | `5` |
| XOR-XNOR Cells, Area Fraction | `0%` |
| Fin crit period | `1170 ps` |
| Setup crit start kind | `input pin` |
| Ant. Diodes | `0` |
| CP max stage delay | `420 ps` |
| Non-filler cells, final | `120` |
| Wire length per cell | `11.9 um` |
| Worst Max-Slew Pin Slew | `177 ps` |
| #FFs+latches synth | `8` |
| Worst setup EP type | `register` |
| Post-synth seq share | `between 40% and 50%` |
| GRT Total Usage | `roughly 3.9%` |
| CP arrival | `between 1000 and 1500 ps` |
| Biggest regs | `Out (8)` |
| Setup Buffers After CTS | `0` |
| Crit-path cells | `clkdlybuf4s50_1, buf_4, ha_4, a22oi_1, o21ai_0` |
| CP Class | `in2reg` |
| Hpwl dp | `approximately 1.3 mm` |
| Hold Startpoint | `Selector[1]` |
| Top cells by count, synth | `a22oi_1 (8), dfxtp_1 (8), nand2_1 (8)` |
| Top cells by area | `dfxtp_1 (45%), a22oi_1 (17%), o21ai_0 (8.5%)` |
| Yosys Warn Count | `1` |
| Ys cells | `39` |
| Number of max-cap violations | `0` |
| Synth Area in Compound Gates | `28.4%` |
| Worst vdd ir | `0.189 mV` |
| Top Ports | `35` |
| TritonCTS Sinks | `8` |
| Final core occ | `23.6%` |
| Reg clk slew, reported paths | `50 ps` |
| Routed WL | `~1.4 mm` |
| Initial Util | `10.3%` |
| Yosys stat area | `~350 um2` |
| Vias | `396` |
| Antenna violations before repair | `0` |
| Total CTS buffers | `3` |
| CTS tree | `done` |
| Adder Share, Synth | `under 10%` |
| Layout cells sized above 1 | `approximately an eighth` |
| Flip-flop count of the largest register after layout | `8` |
| CP bufs+invs | `2` |
| Achievable frequency | `0.853 GHz` |
| Top_reg_cell synth | `dfxtp_1` |
| # port buffers | `34` |
| Longest Clk Path Bufs | `2` |
| Dominant comb cell | `AND-OR/OR-AND gates` |
| Pwr dens | `806 nW/um2` |
| Worst rel slew slack | `just under 90%` |
| Placed Cells | `117` |
| Post-route ant nets | `0` |
| Die area | `6400 um2` |
| Simple Share, Synth | `8.51%` |
| Area leader share | `approximately 45%` |
| Cell Area, Synth | `353 um2` |
| Placer congestion estimate | `0.788` |
| Largest net degree at the start of global routing | `17` |
| Synth area leader | `dfxtp_1` |
| Hold Path Class | `in2reg` |
| Final setup viols | `0` |
| Global route overflow | `0` |
| Yosys cell types | `9` |
-- per-stage QoR --
stage                     total power, mW  instance area (um2)  TNS (ps)  hold slack [ps]  setup WS [ps]
after global routing                0.693                  806         0              574           67.1
after CTS                           0.665                  757         0              562           2.46
after global placement              0.475                  728     -2090              831           -277
after detailed placement            0.478                  728     -2410              827           -334
after floorplan                     0.335                  353         0              373            303
final                               0.649                  806         0              528            127
-- final cells by class --
cell class                      instances  area [um2]
Inverter                                2        7.51
Timing Repair Buffer                   35         370
Fill cell                             372        2610
Multi-Input combinational cell         26         185
Clock buffer                            3        22.5
Tap cell                               46        57.6
Sequential cell                         8         163
-- cells by family (layout without fill, tap and decap cells) --
family	after synthesis	count (layout)
flip-flops	8	8
buffers and inverters	5	40
adder cells (fa/ha/maj)	2	2
AND/OR/NAND/NOR	8	8
AND-OR/OR-AND	16	16
-- power breakdown --
part	leakage, nW	total [mW]	internal (mW)	switching (mW)
sequential	0.0675	0.282	0.276	0.00583
combinational	0.312	0.192	0.136	0.0559
clock	0.0138	0.176	0.105	0.0711
total	0.394	0.649	0.517	0.133
-- cells in the final DEF (no fill, tap or decap) --
cell type,n
a22oi_2,1
buf_4,1
nand2_1,8
clkbuf_4,3
o21ai_1,2
o21ai_0,6
dfxtp_2,2
clkdlybuf4s50_1,25
dfxtp_1,6
ha_4,2
a22oi_1,7
dlymetal6s2s_1,9
inv_1,2
-- worst min-delay path by stage --
stage         slack (ps)              to  depth (start not counted)
finish               530  Out[4]$_DFF_P_                          3
CTS                  560  Out[3]$_DFF_P_                          3
global route         570  Out[4]$_DFF_P_                          3
-- routing by layer --
metal | vias to the layer above | share of wire [%] | track usage (%)
met4 | 0 | 2.4 | 1.58
met2 | 12 | 58 | 7.62
met1 | 174 | 36 | 3.83
li1 | 208 | - | -
met3 | 2 | 4.1 | 0.909
met5 | - | 0 | 0
-- what timing repair did --
item                       in CTS  in global routing
resized                         3                 13
setup endpoints to repair       9                 14
hold buffers                    0                  0
Power is estimated from default activity; no workload was simulated.
