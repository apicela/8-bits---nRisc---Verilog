File: flow/config.mk
export PLATFORM = sky130hd
export DESIGN_NAME = ALU
export DESIGN_NICKNAME = ALU
export VERILOG_FILES = /design/flow/design.v
export SDC_FILE = /design/flow/constraint.sdc
export NUM_CORES = 4
export LEC_CHECK = 1
export CORE_AREA = 10 10 101 101
export DIE_AREA = 0 0 111 111
File: flow/constraint.sdc
current_design ALU

set clk_period 4.1
set clk_io_pct 0.2

create_clock -name clk0 -period $clk_period [get_ports {clock}]

set non_clock_inputs [all_inputs -no_clocks]
set_input_delay [expr $clk_period * $clk_io_pct] -clock clk0 $non_clock_inputs
set_output_delay [expr $clk_period * $clk_io_pct] -clock clk0 [all_outputs]
File: flow/design.v
module testeula();
reg[2:0] op;
reg [7:0] entrada1;
reg [7:0] entrada2;
reg controle, clock;
wire [7:0] saida;
wire Zero;
initial begin
entrada1 = 8'b00001010;  
entrada2 = 8'b00001010;  
op = 3'b000;  
clock =0;
controle = 1;  
#1 clock =1;
#1 clock = 0; entrada2 = 8'b00000010;
#1 clock = 1; op = 3'b001;
#1 clock = 0;
#1 op = 3'b001; clock = 1; controle =0;  
#1 clock = 0;
#1 op = 3'b000; entrada1=8'b00000001; clock = 1;
end
initial begin
$monitor("Time: %0d | clock:%d | OP:%d | entrada1:%d | entrada2:%d ||||||| saida:%d | Zero:%d",
$time,clock,op,entrada1,entrada2,saida,Zero);
end
ALU ULAdosPRO(entrada1,entrada2,op,saida,Zero,controle,clock);
endmodule
module ALU(entrada1,entrada2,op,saida,Zero, controle, clock);
input[2:0] op;
input [7:0] entrada1;
input [7:0] entrada2;
output reg [7:0] saida;
output Zero;
input controle,clock;
assign Zero = ((entrada1-entrada2)==0);
always@(posedge clock) begin
case(op)
0: saida <=entrada1+ entrada2;  
1: if (controle) begin
saida <= entrada1<<entrada2;  
end
else begin
saida <= entrada1 >> entrada2;  
end
1: saida <= entrada1<<entrada2;  
default: saida <=0;
endcase
end
endmodule
File: flow/run.sh
#!/bin/bash
# OpenROAD 26Q1-2900-gdf79404cd8, Yosys 0.63+post, stock flow scripts
make -C /OpenROAD-flow-scripts/flow DESIGN_CONFIG=/design/flow/config.mk WORK_HOME=/design/flow/orfs finish
==> summary.txt <==
The implementation run finished. For this run, the leading register cell type out of synthesis is dfxtp_1. Per the OpenROAD floorplan log, the area of the core is 0.00813 mm². STA classifies the critical path startpoint as a primary input. Placed instance area landed at 0.00196 mm². Worst-case vdd ir drop landed at 77.0 µV.

Via total after detailed routing landed at 1504. Flop and latch count out of synthesis landed at 8. Grouping stages by cell kind, the critical path spends the most delay in simple AND/OR/NAND/NOR gates. The worst hold path belongs to the class in -> reg. Post-synthesis cell area landed at 0.00144 mm². Max-cap violations in this run came to 0.

Number of ports placed on the die boundary landed at 30. The floorplan has 33 rows. The die is 111 µm wide.

Among all stages on the critical path, the largest delay is contributed by or4_1. In the synthesized netlist, the number of instances is 184. In this run the tools logged warnings totalling 32.

The area fraction of the largest cell type after synthesis is 0.131. The report lists the cells along the critical path as clkdlybuf4s50_1 > inv_1 > ha_1 > fa_2 > xor2_1 > nand3_1 > or4_1 > nor4_2 > clkbuf_2. After floorplanning, the die was sized to cover 0.0123 mm². The worst setup path is of the in -> out kind. Counting pins that exceed their max-slew limit in the final report gives 0. Critical path data arrival time landed at 3130 ps. Post-route minimum period landed at 3950 ps. Number of flops mapped to enable cells by yosys landed at 0. For this run, the top clock speed supported by timing is 253 MHz. In the final layout, the fill cell count is 869. The first detailed-routing pass took 4 iterations.

Total power normalized to cell area comes to 184 mW/mm². Buffer levels on the longest clock path landed at 2. By area the synthesized netlist is led by ha_1 13%, dfxtp_1 11%, a21oi_1 6.6%.

Counting flops with an async set or reset pin after synthesis yields a share of 0. The first global-routing pass estimated 7470 µm of wire. The registers reported with the highest flop counts are saida x8. The critical path endpoint has a required time of 3280 ps.

Summed over all instances, the cell type with the most area after synthesis is ha_1. Total power landed at 0.000368 W. Count of unresolved DRC violations after routing landed at 0. The script logs the ratio of routed vias to standard cells as 4.50.

Leakage power figure landed at 0.817 nW. Headroom to the max-slew limit came out at 0.514. The final timing report counts setup violations totalling 0. STA classifies the critical path endpoint as an output port. The share of the Yosys chip area taken by registers is 0.112. Looking at the post-CTS report, the setup buffer insertion count equals 0. Transition time at the pin with the least slew margin landed at 726 ps. In the placement report, post-DP HPWL is listed as 3820 µm.

Initial core utilization landed at 0.176. Final period utilization landed at 0.964. TritonCTS built the clock tree. The via count of the first global-routing pass was 1448. DRC violation total after the first TritonRoute iteration landed at 74. The run finished with clean final reports. Chip area from the yosys synthesis statistics landed at 0.00144 mm².

Number of antenna violations at the first check in global routing landed at 0. Per-instance average area after synthesis landed at 7.80 µm². Setup repair after global routing left no endpoint under its margin.

Final design instance area without fill landed at 0.00200 mm². The detail route stage leaves a number of antenna-violating nets equal to 0. Per the layout area report, the combinational gate area comes to 0.00117 mm².

Looking at the clock tree report, the H-tree level count equals 1. Routed wire length landed at 4450 µm. The warning tally printed by Yosys for this design is 1.

The final hold violation count recorded for this run is 0. Pin count of the biggest net entering global routing landed at 24. Of the cells placed in the final design, the portion with a size suffix greater than 1 is 0.162. Of all nets on the critical path, the largest fanout is 2. Clock sink total landed at 8. Counting distinct cell types in the post-synthesis netlist gives 52. After synthesis, the most frequently instantiated cells are 19 x a21oi_1, 17 x nor2_1, 16 x inv_1. For this sky-water flow run, the detailed-routed wirelength per cell is reported as 13.3 µm. Total clock buffers created by CTS landed at 3.

Overall die height landed at 111 µm. Overall global routing resource usage landed at 0.0706. Looking at the worst setup and hold paths, the clock pins of their registers show a slew of 40 ps. Number of buffers and inverters on the critical path landed at 3. For this run the aggregate overflow at the end of global routing stands at 0. Signed area change from the synthesized netlist to the final layout landed at 39.4%. Count of buffers inserted at the top-level ports landed at 29.

The number of cells reported by Yosys stat comes to 184. The most frequently used library cell after synthesis is a21oi_1. The largest register by flop count is saida. In this run the clock root is driven by a clkbuf_8.

Global placer's final weighted congestion landed at 0.874. The timing report gives the biggest stage delay along the critical path as 540 ps. In the final layout, flip-flops and latches occupy 160 µm². Number of antenna cells inserted landed at 0.

The register with the most flip-flops in the layout has 8 of them.
[cells by family after synthesis]
family                     Yosys count  synth area share
DFF                                  8             0.112
xor gates and xnor gates             8            0.0488
and+or+nand+nor                     55             0.220
adders and majority gates           17             0.159
buffers and inverters               24            0.0758
muxes                               15             0.129
AOI/OAI and AO/OA                   57             0.256
[cell type report]
class | count | area share
sequential | 8 | 0.0801
tap | 105 | 0.0657
multi-input combinational | 152 | 0.584
timing repair buffer | 49 | 0.218
clock buffer | 3 | 0.0206
inverter | 17 | 0.0319
[layout by cell type (no fill, tap or decap), types with 6 or more instances in the layout]
cell type,netlist,routed
buf_4,2,20
a21oi_1,19,19
clkdlybuf4s50_1,0,28
nand2_1,7,7
nand3_1,6,6
xnor2_1,6,6
o21ai_0,10,10
inv_1,16,16
nor2_1,17,17
ha_1,15,15
mux2i_1,8,8
dfxtp_1,8,8
[routing by layer]
metal / share of wire / GRT usage / vias up
met5: 0 / 0 / -
li1: - / - / 767
met4: 0.010 / 0.00868 / 0
met3: 0.066 / 0.0148 / 4
met2: 0.43 / 0.107 / 47
met1: 0.49 / 0.103 / 686
[final timing paths]
kind	cells after the start	start	slack, ps	to
setup / recovery	9	entrada1[0]	150	Zero
hold / removal	4	op[0]	1420	saida[5]$_DFF_P_
[power by group]
group | internal, W | switching (W) | total (W)
logic | 0.0000978 | 0.0000958 | 0.000194
registers | 0.0000820 | 0.000000831 | 0.0000829
clock network | 0.0000633 | 0.0000280 | 0.0000913
total | 0.000243 | 0.000125 | 0.000368
[timing repair]
item | CTS | global route
gates resized | 1 | 3
endpoints found under the hold margin | 0 | 0
pin swaps | 0 | 1
hold buffers | 0 | 0
setup endpoints to repair | 1 | 1
[per-stage QoR]
stage / worst slack [ps] / util / hold slack [ps] / cells / TNS [ps]
after floorplan: 977 / - / 971 / 184 / 0
after global placement: -202 / 0.241 / 1500 / 331 / -202
after detailed placement: -201 / 0.241 / 1490 / 331 / -201
after CTS: 55.6 / 0.246 / 1420 / 334 / 0
after global routing: 5.43 / 0.246 / 1450 / 334 / 0
final: 147 / 0.246 / 1420 / 334 / 0
No activity file was given, so power comes from the tool's default toggle rates.
