[flow/design.v]
module aluCONTROL_teste();
wire [0:0] HALT, MemRead, Branch, RegSrc, MemWrite,
ULASrc1, ULASrc2, RegWrite,SLT;
wire [1:0] BeqRegs;
wire [2:0] op;
reg [2:0] FuncCode;
reg clock;
initial begin
FuncCode = 3'b111;
clock = 1;
$display("");
$display(" - - - - - - - Starting Simulation :) - - - - - - - ");
#1 clock =0;
#1 clock = 1;FuncCode = 3'b000; $display("");
#1 clock = 0;
#1 clock = 1;FuncCode = 3'b001; $display("");
#1 clock = 0;
#1 clock = 1;FuncCode = 3'b010; $display("");
#1 clock = 0;
#1 clock = 1;FuncCode = 3'b011; $display("");
#1 clock = 0;
#1 clock = 1;FuncCode = 3'b100; $display("");
#1 clock = 0;
#1 clock = 1;FuncCode = 3'b101; $display("");
#1 clock = 0;
#1 clock = 1;FuncCode = 3'b110; $display("");
#1 clock = 0;
#1 clock = 1; FuncCode = 3'bxxx; $display("");
end
initial begin
$monitor("CLOCK:%d | FuncCode:%d | opALU:%d | HALT:%d | MemRead:%d | Branch:%d | RegSrc:%d | MemWrite:%d |
ULASrc1:%d | ULASrc2:%d | RegWrite:%d | SLT:%d ",clock,FuncCode,op, HALT, MemRead, Branch, RegSrc, MemWrite,
ULASrc1, ULASrc2, RegWrite,SLT);
end
ALUControl testando(FuncCode, op, clock, HALT, MemRead, Branch, RegSrc, MemWrite,ULASrc1, ULASrc2, RegWrite,
BeqRegs,SLT);
endmodule
module ALUControl( FuncCode, op, clock, HALT, MemRead, Branch, RegSrc, MemWrite,
ULASrc1, ULASrc2, RegWrite, BeqRegs,SLT);
input clock;
input [2:0] FuncCode;
output reg [2:0] op;
output reg [1:0] BeqRegs;
output reg [0:0]HALT, MemRead, Branch, RegSrc, MemWrite,ULASrc1, ULASrc2, RegWrite, SLT;
always@(posedge clock) begin
case (FuncCode)
0: begin
op =0;  
HALT = 0;
MemRead = 1'bx;
Branch = 0;
RegSrc = 1;
MemWrite = 0;
ULASrc1 = 0;
ULASrc2 = 1;
RegWrite = 1;
SLT = 1;
BeqRegs = 0;
end
1:begin
op =0;  
HALT = 0;
MemRead = 1'bx;
Branch = 0;
RegSrc = 1;
MemWrite = 0;
ULASrc1 = 1;
ULASrc2 = 0;
RegWrite = 1;
SLT = 1;
BeqRegs = 0;
end
2:begin
op = 1;
HALT = 0;
MemRead = 1'bx;
Branch = 0;
RegSrc = 1'bx;
MemWrite = 1;
ULASrc1 = 1'bx;
ULASrc2 = 1'bx;
RegWrite = 1'bx;
SLT = 1'bx;
BeqRegs = 1'bx;
end
3:begin
op = 1'bx;
HALT = 0;
MemRead = 1;
Branch = 0;
RegSrc = 0;
MemWrite = 0;
ULASrc1 = 1'bx;
ULASrc2 = 1'bx;
RegWrite = 1;
SLT = 1;
BeqRegs = 1'bx;
end
4: begin
op <= 0;
HALT <= 0;
MemRead <= 1'bx;
Branch <= 0;
RegSrc <= 1;
MemWrite <= 0;
ULASrc1 <= 1;
ULASrc2 <= 1;
RegWrite <= 1;
SLT <= 1;
BeqRegs <= 0;
end
5:begin
op = 1'bx;
HALT = 0;
MemRead = 1'bx;
Branch = 1;
RegSrc = 1'bx;
MemWrite = 0;
ULASrc1 = 1'bx;
ULASrc2 = 1'bx;
RegWrite = 1'bx;
SLT = 1'bx;
BeqRegs = 0;
end
6: begin
op = 1'bx;
HALT = 0;
MemRead = 1'bx;
Branch = 0;
RegSrc = 2;
MemWrite = 0;
ULASrc1 = 1;
ULASrc2 = 1;
RegWrite = 1;
SLT = 0;
BeqRegs = 1;
end
7: begin
op = 1'bx;
HALT = 1;
MemRead = 1'bx;
Branch = 1'bx;
RegSrc = 1'bx;
MemWrite = 1'bx;
ULASrc1 = 1'bx;
ULASrc2 = 1'bx;
RegWrite = 1'bx;
SLT = 1'bx;
BeqRegs = 1'bx;
end
default: begin op = 1'bx;
HALT = 1;
MemRead = 1'bx;
Branch = 1'bx;
RegSrc = 1'bx;
MemWrite = 1'bx;
ULASrc1 = 1'bx;
ULASrc2 = 1'bx;
RegWrite = 1'bx;
SLT = 1'bx;
BeqRegs = 1'bx;  
end
endcase
end
endmodule
[flow/run.sh]
#!/bin/bash
# OpenROAD 26Q1-2900-gdf79404cd8, Yosys 0.63+post, stock flow scripts
make -C /OpenROAD-flow-scripts/flow DESIGN_CONFIG=/design/flow/config.mk WORK_HOME=/design/flow/orfs finish
[flow/config.mk]
export PLATFORM = sky130hd
export DESIGN_NAME = ALUControl
export DESIGN_NICKNAME = ALUControl
export VERILOG_FILES = /design/flow/design.v
export SDC_FILE = /design/flow/constraint.sdc
export NUM_CORES = 4
export LEC_CHECK = 1
export CORE_AREA = 10 10 70 70
export DIE_AREA = 0 0 80 80
[flow/constraint.sdc]
current_design ALUControl

set clk_period 1.0
set clk_io_pct 0.2

create_clock -name clk0 -period $clk_period [get_ports {clock}]

set non_clock_inputs [all_inputs -no_clocks]
set_input_delay [expr $clk_period * $clk_io_pct] -clock clk0 $non_clock_inputs
set_output_delay [expr $clk_period * $clk_io_pct] -clock clk0 [all_outputs]
==> deck_impl_summary.md <==
Implementation Results

Finish
  • Fraction of layout cells with a size suffix above 1: 24.4%
  • Syn-to-layout area delta: 60.5%

Min path
  • WHS Endpoint: MemWrite
  • Hold Path Stages: 2
  • Worst min-delay path category: in2reg
  • Hold Startpoint: FuncCode[2]

Floorplan
  • Die Y: 80 um
  • Die area: between 6000 and 7000 um2
  • Initial Util: 8.53%
  • Row cnt: 21
  • Core Area: 3420 um2
  • I/O Pins: 18
  • Die X: 80 um

Clocking
  • Cts hold-fix bufs: 0
  • CTS root buf: clkbuf_4
  • CTS tree: yes
  • H-Tree Depth: 1
  • Num CTS Buffers: 3
  • CTS clk-pin slew, worst paths: 0.05 ns
  • Clock buffer depth: 2
  • Number of clock sinks: 8
  • Post-CTS Setup Bufs: 0

Placed design
  • Port Buffers: 12
  • Pre-CTS WS: -0.226 ns
  • GPL Wtd Cong: roughly 0.73
  • Detailed Place HPWL: roughly 600 um

Final timing
  • RSZ-0062 raised after global routing: no
  • Final worst setup slack: 0.0297 ns
  • Fin crit period: 0.970 ns
  • Final Hold Fails: 0
  • Max Slew Vio Count: 0
  • Hold Worst Slack: approximately 0.27 ns
  • Fmax: slightly above 1000 MHz
  • Period utilization: about 97%
  • Setup-failing EPs final: 0

Routing
  • DR vias/cell: 2.38
  • DR DRC count: 0
  • Ant diodes: 0
  • Wire per inst: just under 8 um
  • Vias: 207
  • Drt first pass iters: 3
  • Antenna-violating nets left: 0
  • Total wire length: 674 um
  • DR iter-0 viols: 4

Setup path
  • Worst EP arrival: 0.77 ns
  • CP Launch Type: register
  • CP endpoint kind: output port
  • Slowest CP cell: dfxtp_1
  • Crit Path Category: reg2out
  • Crit path buf inv count: 1
  • Critical path required time: 0.80 ns
  • Crit-path cells: dlygate4sd2_1
  • Max Fanout on Critical Path: 1
  • CP top delay family: flip-flops
  • Crit path largest cell delay: 0.29 ns

Synthesis
  • Register area share after synthesis: 54.9%
  • Syn Area/Cell: 10.4 um2
  • Yosys stat area: a little under 300 um2
  • Synth Instances: 28
  • Cell area after synthesis: 292 um2
  • Flops after synth: 8
  • Cell area leaders: dfxtp_1 55%, buf_4 15%, nor3b_1 5.2%, buf_6 3.9%, a21oi_1 3.4%
  • Yosys warning total: 2
  • Yosys cell types: 13
  • Biggest area consumer among synthesized cells: dfxtp_1
  • Share of the synthesized area in the top cell type: 54.9%
  • # Cells Yosys: 28

Global routing
  • Grt ovf: 0
  • First-pass GRT wire length: approximately 1000 um
  • Largest net degree at the start of global routing: 9
  • Vias in the first global route: about 210
  • Overall routing resource usage: 1.97%
  • Initial antenna violation count: 0

Power
  • Flop pwr share: 53.6%
  • Maximum vdd drop: about 0.25 mV
  • NetSw: ~0.12 mW
  • Comb power frac: 10.5%
  • Clk pwr share: 35.9%
  • PwrDens: around 1400 nW/um2
  • Design Power: 0.643 mW
  • Sw frac: a little under a fifth
  • Leak pwr: 0.203 nW
  • P_int: 0.521 mW

Run status
  • Status: complete, no violations

Job
  • Number of max-cap violations: 0
  • Tool warning count: 25
==> worst max path at each step <==
stage,cells after the start,startpoint,to
after CTS,1,ULASrc2,ULASrc2[0]
after global routing,1,HALT,HALT[0]
final,1,HALT,HALT[0]
==> synthesized netlist by cell type, drive strengths merged <==
library cell and n:
mux2i 1, or3b 1, conb 2, nor3b 2
and3 1, nand2 1, dfxtp 8, buf 7
nor2 1, a21oi 2, inv 1, o21ai 1
==> per-layer routing <==
metal | vias to the layer above | wire [um] | GRT usage, %
met4 | 0 | 15 | 1.06
met5 | - | 0 | 0
met1 | 92 | 208 | 1.41
met2 | 8 | 403 | 3.69
li1 | 105 | - | -
met3 | 2 | 46 | 1.36
==> power groups by stage <==
stage     Sequential [mW]  Clock, mW  Combinational (mW)
4_1_cts             0.344      0.245              0.0690
5_1_grt             0.346      0.258              0.0769
6_report            0.344      0.231              0.0678
==> state kept, by name, summed over array words and instances, names as in the netlist <==
name,count
MemWrite,1
ULASrc2,1
RegSrc,1
HALT,1
ULASrc1,1
SLT,1
BeqRegs,1
Branch,1
==> metrics by stage <==
step                utilization [%]  area [um2]  TNS [ns]  std cells
floorplan                         -         303         0         31
global placement               12.9         439    -0.638         84
detailed placement             12.9         439    -0.731         84
CTS                            13.4         458         0         87
global route                   13.7         468         0         87
finish                         13.7         468         0         87
==> cell type report <==
cell class	count	area, um2
Clock buffer	3	22.5
Tap cell	46	57.6
Timing Repair Buffer	14	136
Multi-Input combinational cell	15	82.6
Inverter	1	3.75
Fill cell	391	2950
Sequential cell	8	165
==> cells by family after synthesis <==
group                  share of synthesized area (%)
AND-OR/OR-AND                                   5.15
buffers and inverters                           20.6
flip-flops                                      54.9
multiplexers                                    3.43
other                                           2.58
AND/OR/NAND/NOR                                 13.3
==> placed cells by master, fill, tap and decap left out, drive strengths merged <==
master,instances
clkdlybuf4s15,8
dfxtp,8
conb,5
clkbuf,3
nor3b,2
a21oi,2
clkdlybuf4s50,2
buf,2
inv,1
or3b,1
o21ai,1
mux2i,1
nand2,1
nor2,1
and3,1
dlymetal6s2s,1
dlygate4sd2,1
==> timing repair <==
item                                    4_1_cts  5_1_grt
cloned                                        0        0
endpoints found under the setup margin        9        5
resized                                      15        7
Power is estimated from default activity; no workload was simulated.
